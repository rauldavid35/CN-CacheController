## flow/config.mk

```make
export PLATFORM = sky130hd
export DESIGN_NAME = fsm_module
export DESIGN_NICKNAME = fsm_module
export VERILOG_FILES = /design/flow/design.v
export SDC_FILE = /design/flow/constraint.sdc
export NUM_CORES = 4
export LEC_CHECK = 1
export CORE_AREA = 10 10 70 70
export DIE_AREA = 0 0 80 80
```

## flow/run.sh

```bash
#!/bin/bash
# OpenROAD 26Q1-2900-gdf79404cd8, Yosys 0.63+post, stock flow scripts
make -C /OpenROAD-flow-scripts/flow DESIGN_CONFIG=/design/flow/config.mk WORK_HOME=/design/flow/orfs finish
```

## flow/constraint.sdc

```tcl
current_design fsm_module

set clk_period 1.5
set clk_io_pct 0.2

create_clock -name clk0 -period $clk_period [get_ports {clk}]

set non_clock_inputs [all_inputs -no_clocks]
set_input_delay [expr $clk_period * $clk_io_pct] -clock clk0 $non_clock_inputs
set_output_delay [expr $clk_period * $clk_io_pct] -clock clk0 [all_outputs]
```

## flow/design.v

```verilog
module fsm_module (
    input clk,
    input reset,
    input read,
    input write,
    input hit,
    output reg miss,
    output reg write_enable,
    output reg [1:0] update_way,
    output reg [2:0] current_state,
    output reg [2:0] next_state
);
    parameter IDLE = 3'b000;
    parameter READ_HIT = 3'b001;
    parameter READ_MISS = 3'b010;
    parameter WRITE_HIT = 3'b011;
    parameter WRITE_MISS = 3'b100;
    parameter EVICT = 3'b101;
    always @(posedge clk or posedge reset) begin
        if (reset) begin
            current_state <= IDLE;
        end else begin
            current_state <= next_state;
        end
    end
    always @(*) begin
        next_state = current_state;
        miss = 0;
        write_enable = 0;
        update_way = 2'b00;
        case (current_state)
            IDLE: begin
                if (read) begin
                    if (hit) begin
                        next_state = READ_HIT;
                    end else begin
                        next_state = READ_MISS;
                        miss = 1;
                    end
                end else if (write) begin
                    if (hit) begin
                        next_state = WRITE_HIT;
                    end else begin
                        next_state = WRITE_MISS;
                        miss = 1;
                    end
                end
            end
            READ_HIT: begin
                next_state = IDLE;
            end
            READ_MISS: begin
                next_state = EVICT;
                write_enable = 1;
                update_way = 2'b00;
            end
            WRITE_HIT: begin
                next_state = IDLE;
            end
            WRITE_MISS: begin
                next_state = EVICT;
                write_enable = 1;
                update_way = 2'b00;
            end
            EVICT: begin
                next_state = IDLE;
            end
        endcase
    end
endmodule
```

==> impl_metrics.json <==
{
  "status": "complete, but fails checks",
  "violations": "negative setup slack",
  "die_x_um": 80,
  "root_buffer": "clkbuf_4",
  "startpoint_type": "register",
  "setup_viol": 4,
  "cp.arrival_ps": 1290,
  "dr.pass1.iters": 4,
  "synth_area_sq_um": 196,
  "min_period_ps": 1590,
  "wl_um": 818,
  "clk_pin_slew_ps": 40,
  "reg_top3": "current_state x3",
  "synth.distinct_cells": 16,
  "place_congestion": 0.751,
  "leakage_nw": 0.194,
  "wl_per_cell_um": 8.80,
  "clkPwrFrac_pct": 57.0,
  "regMostFlops": "current_state",
  "cap_violations": 0,
  "ctsHtreeMaxLevel": 1,
  "rr_worst_depth": 5,
  "cts_sinks": 3,
  "crit_fanout": 3,
  "fp_util_pct": 5.75,
  "switching_share_pct": 21.5,
  "fp.dieH_um": 80,
  "drive_gt1_share_pct": 57.4,
  "tns_ps": -189,
  "clk_path_buf_depth": 2,
  "num_antenna_cells": 0,
  "largest_register_ffs": 3,
  "core.rowCount": 21,
  "ctsHoldBuffers": 0,
  "drt_iter0_markers": 3,
  "grt_pass1_wl_mm": 1.26,
  "ir_worst_vdd_mv": 0.141,
  "ys_seq_share_pct": 38.2,
  "powerDensity_nw_per_um2": 503,
  "yosysWarnings": 1,
  "end_kind": "output pin",
  "drcViolationCount": 0,
  "avgViaCountPerCell": 2.71,
  "hpwlAfterDp_um": 583,
  "pre_cts_ws_ps": -536,
  "finalClockPeriodUsage_pct": 106,
  "max_freq_mhz": 627,
  "grt_max_degree": 5,
  "cts_buffers": 3,
  "criticalPathCategory": "register to output pin",
  "seqPwrFrac_pct": 32.7,
  "ant_nets": 0,
  "grt_setup_unrepaired": "true",
  "antenna_found_initial": 0,
  "combinationalPowerShare_pct": 10.3,
  "whs_ps": 255,
  "ys_area_sq_um": 196,
  "finClkSkew_ps": 0.810,
  "synth_flops": 3,
  "grt_pass1_vias": 265,
  "cts_tree": "built",
  "timing.final.max_slew_violations": 0,
  "num_vias": 252,
  "gr-total-overflow": 0,
  "yosysCellCount": 22,
  "warning_count": 27,
  "worst_path_max_delay_cell": "dfrtp_1",
  "cp_slowest_stage_delay_ps": 400,
  "syn_inst": 22,
  "track_usage_pct": 2.50,
  "timing.rr.end": "current_state[2]",
  "crit_chain": "or3_4 > nor3_2 > buf_2",
  "hold_viol_final": 0,
  "syn_to_final_growth_pct": 152,
  "die_area_sq_um": 6400,
  "cp.required_ps": 1200,
  "worstHoldPathType": "primary input to asynchronous set/reset pin",
  "core-area_sq_um": 3420,
  "clk_latency_ps": 230,
  "r2r_slack_ps": 410,
  "netSwitchingPower_uw": 53.7,
  "syn_area_per_cell_sq_um": 8.93,
  "internal_power_uw": 195,
  "io_buffers": 12,
  "num_io_pins": 15,
  "finalWorstSetupSlack_ps": -94.1,
  "rr_startpoint": "current_state[2]"
}
-- power by group through the flow --
| stage | Clock [mW] | Sequential [mW] | Combinational (mW) |
|---|---|---|---|
| 5_1_grt | 0.167 | 0.0812 | 0.0285 |
| 4_1_cts | 0.151 | 0.0814 | 0.0253 |
| 6_report | 0.142 | 0.0814 | 0.0257 |
-- Yosys cell counts --
cell | instances | area [sq um]
xnor2_1 | 2 | 17.5
inv_1 | 1 | 3.75
nor2_1 | 3 | 11.3
conb_1 | 1 | 3.75
nand2_1 | 1 | 3.75
or3_4 | 1 | 11.3
a21oi_1 | 1 | 5.00
mux2i_1 | 1 | 10.0
o21ai_0 | 1 | 5.00
nor2b_1 | 1 | 6.26
buf_4 | 2 | 15.0
nor3_2 | 1 | 10.0
dfrtp_1 | 3 | 75.1
o21ai_1 | 1 | 5.00
nand2b_1 | 1 | 6.26
a22oi_1 | 1 | 7.51
-- final cells by class --
| type | instances | area, sq um |
|---|---|---|
| fill | 403 | 2920 |
| inverter | 1 | 3.75 |
| multi-input combinational | 17 | 144 |
| tap | 46 | 57.6 |
| timing repair buffer | 22 | 189 |
| sequential | 3 | 75.1 |
| clock buffer | 4 | 26.3 |
-- metal layers --
metal | vias to the layer above | share of wire, % | global-route usage, %
li1 | 118 | - | -
met1 | 116 | 52 | 3.46
met2 | 16 | 33 | 2.89
met3 | 2 | 14 | 1.59
met4 | 0 | 0.86 | 1.06
met5 | - | 0 | 0
-- layout by cell type (no fill, tap or decap), drive strengths merged --
master / Yosys / final
clkbuf: 0 / 5
nor2: 3 / 3
mux2i: 1 / 1
a22oi: 1 / 1
nor2b: 1 / 1
or3: 1 / 1
buf: 2 / 14
inv: 1 / 1
nand2: 1 / 1
nor3: 1 / 1
xnor2: 2 / 2
o21ai: 2 / 2
clkdlybuf4s50: 0 / 1
nand2b: 1 / 1
conb: 1 / 2
dlygate4sd2: 0 / 4
a21oi: 1 / 1
dfrtp: 3 / 3
dlymetal6s2s: 0 / 2
-- per-stage QoR --
stage,cells,instance area (sq um),power [mW],utilization [%]
after floorplan,23,200,0.0929,-
after global placement,84,400,0.107,11.7
after detailed placement,84,400,0.107,11.7
after CTS,89,435,0.257,12.7
after global routing,93,495,0.277,14.5
final,93,495,0.249,14.5
-- critical path: cells and delay by family (launching register included) --
family,cells,cell delay (ps)
DFF,1,400
buffers and inverters,1,110
and+or+nand+nor,2,550
-- how the worst max path moves through the flow --
| stage | from | endpoint | cells past startpoint |
|---|---|---|---|
| CTS | current_state[1] | miss | 3 |
| finish | current_state[2] | miss | 3 |
| global route | current_state[2] | next_state[1] | 3 |
-- logic make-up (layout without fill, tap and decap cells) --
family	Yosys count	in the layout	synth area share, %
simple gates	8	8	24.8
compound gates	4	4	11.5
flops	3	3	38.2
buf+inv	3	27	9.55
xor+xnor	2	2	8.92
other cells	1	2	1.91
mux	1	1	5.10
-- what timing repair did --
| action | CTS | global route |
|---|---|---|
| buffers inserted | 1 | 4 |
| cloned | 0 | 0 |
| pin swaps | 6 | 4 |
| setup endpoints to repair | 6 | 7 |
| resized | 23 | 12 |
Power is estimated from default activity; no workload was simulated.
